==> design/flow/design.v <==
module mux_MEM_to_REG (
    input   wire    [3:0]   selector,
    input   wire    [31:0]   data_0,
    input   wire    [31:0]   data_1,
    input   wire    [31:0]   data_2,
    input   wire    [31:0]   data_3,
    input   wire    [31:0]   data_4,
    input   wire    [31:0]   data_5,
    input   wire    [31:0]   data_6,
    input   wire    [31:0]   data_7,
    input   wire    [31:0]   data_8,
    output  reg     [31:0]   data_out
);
always @(*) begin
    case (selector)
        1'b0000: data_out = data_0;
        1'b0001: data_out = data_1;
        1'b0010: data_out = data_2;
        1'b0011: data_out = data_1;
        1'b0100: data_out = data_4;
        1'b0101: data_out = data_5;
        1'b0110: data_out = data_6;
        1'b0111: data_out = data_7;
        1'b1000: data_out = data_8;
        default: data_out = 32'b00000000000000000000000011100011;  
    endcase
end
endmodule
==> design/flow/run.sh <==
#!/bin/bash
# OpenROAD 26Q1-2900-gdf79404cd8, Yosys 0.63+post, stock flow scripts
make -C /OpenROAD-flow-scripts/flow DESIGN_CONFIG=/design/flow/config.mk WORK_HOME=/design/flow/orfs finish
==> design/flow/config.mk <==
export PLATFORM = sky130hd
export DESIGN_NAME = mux_MEM_to_REG
export DESIGN_NICKNAME = mux_MEM_to_REG
export VERILOG_FILES = /design/flow/design.v
export SDC_FILE = /design/flow/constraint.sdc
export NUM_CORES = 4
export LEC_CHECK = 1
export CORE_AREA = 10 10 132 132
export DIE_AREA = 0 0 142 142
==> design/flow/constraint.sdc <==
current_design mux_MEM_to_REG

set clk_period 8.2
set clk_io_pct 0.2

create_clock -name clk0 -period $clk_period

set non_clock_inputs [all_inputs -no_clocks]
set_input_delay [expr $clk_period * $clk_io_pct] -clock clk0 $non_clock_inputs
set_output_delay [expr $clk_period * $clk_io_pct] -clock clk0 [all_outputs]
==> impl_metrics.env <==
# physical design summary
export IMPL_status="finished clean"
export IMPL_arrival_ns=3.31
export IMPL_ys_types=8
export IMPL_clkbuf_count=0
export IMPL_critical_path_cell_chain="clkdlybuf4s50_1 > or3_4 > nor2_1 > clkdlybuf4s50_1"
export IMPL_p_per_area_nw_per_um2=37.4
export IMPL_drive_above_1_share_pct=1.80
export IMPL_track_usage_pct=4.52
export IMPL_postLayoutCoreUtil_pct=11.6
export IMPL_critPathCaptureType="output port"
export IMPL_seq_area_sq_um=0
export IMPL_hold_class="in2out"
export IMPL_gr_total_overflow=0
export IMPL_crit_path_top_delay_cell="clkdlybuf4s50_1"
export IMPL_dr_pass1_iters=3
export IMPL_postRouteAntennaNets=0
export IMPL_gr_usage_met2_pct=8.72
export IMPL_critPathRequiredTime_ns=6.56
export IMPL_cp_start_kind="primary input"
export IMPL_preCtsSetupSlack_ns=3.23
export IMPL_die_h_microns=142
export IMPL_drc=0
export IMPL_syn_avg_cell_area_sq_um=7.10
export IMPL_use_met3_pct=1.66
export IMPL_grt_pass1_wl_mm=6.76
export IMPL_yosysChipArea_sq_um=518
export IMPL_grt_use_met1_pct=4.79
export IMPL_avgViaCountPerCell=2.48
export IMPL_worst_setup_path_type="in2out"
export IMPL_setup_viol=0
export IMPL_setup_tns_ns=0
export IMPL_drv_slew=0
export IMPL_crit_path_max_incr_delay_ns=0.56
export IMPL_flops=0
export IMPL_path_max_fanout=27
export IMPL_yosysWarnings=8
export IMPL_post_drt_wl_per_cell_microns=14.0
export IMPL_fp_coreArea_sq_um=14500
export IMPL_report_final_hold_viol_count=0
export IMPL_die_area_sq_um=20200
export IMPL_ys_cells=73
export IMPL_fmax_mhz=202
export IMPL_cts_setup_buffers=0
export IMPL_fill_cells=1672
export IMPL_grt_pass1_vias=974
export IMPL_drtIter0Drc=15
export IMPL_route_vias_total=869
export IMPL_p_leak_nw=0.626
export IMPL_ir_worst_vdd_mv=0.0144
export IMPL_drv_cap=0
export IMPL_min_period_ns=4.95
export IMPL_fin_ws_ns=3.25
export IMPL_cts_resized=0
export IMPL_wl_mm=4.93
export IMPL_io_pins=324
export IMPL_rsz0062_at_grt="no"
export IMPL_syn2layout_area_growth_pct=226
export IMPL_grt_busiest_layer="met2"
export IMPL_syn_inst=73
export IMPL_tightest_slew_ns=0.654
export IMPL_period_used_pct=60.4
export IMPL_numPortBuffers=100
export IMPL_num_rows=44
export IMPL_syn_area_sq_um=518
export IMPL_yosysSeqAreaShare_pct=0
export IMPL_grt_max_degree=33
export IMPL_fp_util_pct=3.56
export IMPL_path_common_cell="clkdlybuf4s50_1"
export IMPL_die_w_microns=142
export IMPL_antenna_cells=0
export IMPL_cts_hold_buf=0
export IMPL_grt_antenna_before_repair=0
export IMPL_place_gp_congestion=0.718
export IMPL_maxSlewHeadroom_pct=56.1
export IMPL_warning_count=256
placed cells by master, fill, tap and decap left out, drive strengths merged:
cell,netlist,routed
or3,1,1
mux2i,32,32
nor3,1,1
nand2,5,5
clkdlybuf4s50,0,99
nor2,27,27
buf,7,2
cell type report:
class                      count  area [sq um]  share of cell area [%]
tap                          184           230                    13.6
multi-input combinational     66           457                    27.0
timing repair buffer         101          1000                    59.4
synthesized netlist by cell type:
cell type | count | area, sq um
nor3_1 | 1 | 5.00
mux2i_1 | 32 | 320
buf_2 | 4 | 20.0
buf_8 | 2 | 30.0
nand2_1 | 5 | 18.8
nor2_1 | 27 | 101
or3_4 | 1 | 11.3
buf_6 | 1 | 11.3
path summary, 6_finish.rpt:
check | from | to | slack [ns] | cells past startpoint
hold / removal | data_0[26] | data_out[26] | 4.24 | 4
setup / recovery | selector[1] | data_out[27] | 3.25 | 4
report_power, final:
part | total [W] | switching [W] | internal [W]
logic | 0.0000632 | 0.0000191 | 0.0000441
clock network | 0 | 0 | 0
registers | 0 | 0 | 0
total | 0.0000632 | 0.0000191 | 0.0000441
layer usage:
layer | routed length (microns) | part of all wire (%) | vias to the layer above
met2 | 2730 | 55 | 42
met1 | 1720 | 35 | 391
met4 | 0 | 0 | 0
met5 | 0 | 0 | -
li1 | - | - | 436
met3 | 480 | 9.7 | 0
cell families (layout without fill, tap and decap cells):
family | Yosys count | count (layout) | synth area share [%]
simple gates | 34 | 34 | 26.3
buf+inv | 7 | 101 | 11.8
mux | 32 | 32 | 61.8
critical path, delay by kind of cell:
family / cells / cell delay (ns)
simple gates: 2 / 0.68
buf+inv: 2 / 0.98
through the flow:
step | instances | power [W] | area [sq um] | hold slack [ns]
final | 351 | 0.0000632 | 1690 | 4.24
after global routing | 351 | 0.0000691 | 1690 | 4.27
after CTS | 351 | 0.0000659 | 1690 | 4.26
after detailed placement | 351 | 0.0000654 | 1690 | 4.26
after global placement | 351 | 0.0000650 | 1690 | 4.25
after floorplan | 73 | 0.0000178 | 518 | 3.36
Power figures rest on the tool's default switching activity, not on a simulated workload.
