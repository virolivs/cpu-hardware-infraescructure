**flow/design.v**
```verilog
module DIV (
    input   wire              clk,
    input   wire              reset,
    input   wire              control,
    input   wire    [31:0]    A,     
    input   wire    [31:0]    B,     
    output  reg    [31:0]    Hi,    
    output  reg    [31:0]    Lo,    
    output  reg	      div_0
);
    reg     [31:0]  dividend;
    reg     [63:0]  divisor;    
    reg     [31:0]  quotient;    
    reg     [63:0]  remainder;   
    reg                     reg_div_0;
    reg [5:0] counter;
    reg [31:0] bits_processed;
    reg sign;
    reg sign_dividend;
    reg div_end;
    always @(posedge clk) begin
        if (reset) begin
            dividend  = 1'b0;
            divisor   = 1'b0;
            quotient  = 1'b0;
            remainder = 1'b0;
            reg_div_0 = 1'b0;
            div_0 = 1'b0;
            bits_processed = 0;
            counter = 6'b000000;
            sign_dividend = 1'b0;
            Hi = 32'b0;
            Lo = 32'b0;
        end
        if (!reset && control) begin
            if (B == 32'b0 && bits_processed == 1'b0) begin
                reg_div_0 <= 1'b1;
            end
            if (!reg_div_0 && bits_processed < 33) begin
                if (counter == 6'b000000) begin
                    if (A[31]) begin
                        dividend = ~A + 1'b1;    
                        sign_dividend = 1'b1;
                    end
                    else begin
                        dividend = A;
                        sign_dividend = 1'b1;
                    end
                    if (B[31]) begin
                        divisor[63:32] = ~B + 1'b1;
                    end
                    else begin
                        divisor[63:32] = B;
                    end
                    counter = counter + 1;
                    if (A[31] ^ B[31]) begin
                        sign = 1'b1;
                    end
                end
                if (counter == 6'b000001) begin
                    remainder[31:0] = dividend;
                    counter = counter + 1;
                end
                if (counter == 6'b000010) begin
                    remainder = remainder - divisor;
                    counter = counter + 1;
                end
                if (counter == 6'b000011) begin
                    if (remainder[63] == 1'b0) begin         
                        quotient = quotient << 1'b1;
                        quotient[0] = 1'b1;
                    end
                    else begin
                        remainder = remainder + divisor;
                        quotient = quotient << 1'b1;
                        quotient[0] = 1'b0;
                    end
                    counter = counter + 1;
                end
                if (counter == 6'b000100) begin
                    divisor = divisor >> 1'b1;
                    counter = counter + 1;
                end
                if (counter == 6'b000101) begin
                    counter = 2'b10;
                    bits_processed = bits_processed + 1;
                end
            end
            if (bits_processed >= 33) begin
                if (sign) begin
                    quotient = ~quotient + 1'b1;
                end
                if (sign_dividend) begin
                    remainder = ~remainder + 1'b1;
                end
                bits_processed = 32'b0;
            end
            Lo = quotient;
            Hi = remainder[31:0];
            div_0 = reg_div_0;
        end
    end
endmodule
```
**flow/constraint.sdc**
```tcl
current_design DIV

set clk_period 68.0
set clk_io_pct 0.2

create_clock -name clk0 -period $clk_period [get_ports {clk}]

set non_clock_inputs [all_inputs -no_clocks]
set_input_delay [expr $clk_period * $clk_io_pct] -clock clk0 $non_clock_inputs
set_output_delay [expr $clk_period * $clk_io_pct] -clock clk0 [all_outputs]
```
**flow/config.mk**
```make
export PLATFORM = sky130hd
export DESIGN_NAME = DIV
export DESIGN_NICKNAME = DIV
export VERILOG_FILES = /design/flow/design.v
export SDC_FILE = /design/flow/constraint.sdc
export NUM_CORES = 4
export LEC_CHECK = 1
export CORE_UTILIZATION = 40
```
**flow/run.sh**
```bash
#!/bin/bash
# OpenROAD 26Q1-2900-gdf79404cd8, Yosys 0.63+post, stock flow scripts
make -C /OpenROAD-flow-scripts/flow DESIGN_CONFIG=/design/flow/config.mk WORK_HOME=/design/flow/orfs finish
```
==> impl_metrics.json <==
{
  "clk_path_buf_depth": 3,
  "dp_hpwl_um": 74500,
  "maxCapViolCount": 0,
  "cts_hold_buf": 0,
  "grt_pass1_wl_um": 147000,
  "chipWidth_um": 258,
  "min_path_type": "register to register",
  "crit_type": "primary input to register",
  "skew_ns": 0.0236,
  "max-slew-margin-rel_pct": 35.2,
  "cp_max_fo": 7,
  "yosys_cells": 3570,
  "warning_count": 30,
  "via_count": 26819,
  "core_um2": 64600,
  "crit_path_start_kind": "primary input",
  "cts.reportedPaths.clkPinSlew_ns": 0.06,
  "std_cell_rows": 93,
  "grt.total_usage_pct": 29.4,
  "outcome": "finished, final reports clean",
  "yosysMostFrequentCell": "nand2_1",
  "period_used_pct": 34.7,
  "synthTopCellsByCount": "389 x nand2_1, 327 x nor2_1, 314 x a21oi_1",
  "async_flop_share_pct": 0,
  "first_global_vias": 24137,
  "topCellsByArea": "dfxtp_1 18%, edfxtp_1 7.6%, ha_1 6.6%",
  "whs_ns": 0.444,
  "drt_iter0_drc": 2702,
  "r2r_start": "counter[2]$_DFF_P_",
  "antenna_found_initial": 0,
  "port-buffer-count": 131,
  "cts_resized": 0,
  "utilization_pct": 45.9,
  "cts_setup_buffers": 0,
  "ys.flop_type": "dfxtp_1",
  "top_area_cell": "dfxtp_1",
  "drive_gt1_share_pct": 5.87,
  "synth_flops": 298,
  "drcViolationCount": 0,
  "arrival_ns": 24.11,
  "cts_sinks": 298,
  "globalplace.congestion": 1.12,
  "avgSynthCellArea_um2": 7.34,
  "route.antenna.diode_count": 0,
  "synth-edff-count": 66,
  "yosysSeqAreaShare_pct": 25.3,
  "critPathLaunch": "A[8]",
  "first_pass_iters": 6,
  "cp_data_required_time_ns": 68.49,
  "fin_tns_setup_ns": 0,
  "ys_area_um2": 26200,
  "top_area_share_pct": 17.7,
  "wl_um": 96600,
  "cts-buffers-inserted": 37,
  "dieArea_um2": 66500,
  "ant_nets": 0,
  "clkLatencyLatePin_ns": 0.58,
  "syn_inst": 3570,
  "hold_start": "remainder[40]$_DFF_P_",
  "grt_overflow_total": 0,
  "synth_area_um2": 26200,
  "vias_per_cell": 6.00,
  "pin_count": 132,
  "synth_warnings": 1,
  "fmax_ghz": 0.0423,
  "fp_util_pct": 40.6,
  "hold_viol": 0,
  "htree_levels": 2,
  "worst_setup_path_end_kind": "register",
  "period_minus_slack_ns": 23.62,
  "die_h_um": 258,
  "drv_slew": 0,
  "cpPeakStageDelay_ns": 0.71,
  "slowest_stage": "o21ai_0",
  "grt_max_degree": 108,
  "area_growth_pct": 13.1,
  "setup_slack_ns": 44.38,
  "cts_tree": "done",
  "finalSetupViolations": 0,
  "rsz0062_at_grt": "no",
  "tightest_slew_ns": 0.966,
  "synthDistinctLibCells": 95,
  "wl_per_cell_um": 21.6,
  "root_buffer": "clkbuf_16",
  "preCtsSetupSlack_ns": 44.12,
  "cp_common_cell": "a211oi_1"
}
critical path: cells and delay by family:
family | cells | cell delay (ns)
adders and majority gates | 2 | 0.76
and+or+nand+nor | 14 | 4.76
AOI/OAI and AO/OA | 12 | 4.00
xor gates and xnor gates | 2 | 0.35
buffers and inverters | 2 | 0.64
worst paths after layout:
check	end	cells after the start	slack, ns
worst min-delay path	remainder[40]$_DFF_P_	2	0.44
worst max-delay path	remainder[63]$_DFF_P_	32	44.38
worst min register to register	remainder[40]$_DFF_P_	2	0.44
worst max register to register	remainder[63]$_DFF_P_	33	57.35
routing by layer:
metal | part of all wire, % | wire length (µm) | track usage (%)
met2 | 38 | 36900 | 38.5
met4 | 2.6 | 2510 | 5.56
met3 | 11 | 11000 | 8.40
met5 | 0 | 0 | 0
met1 | 48 | 46100 | 48.0
sequential cells by signal (all words and copies together) (netlist names):
signal          flops
Hi                 32
Lo                 32
bits_processed     32
counter             6
div_0               1
dividend           32
divisor            64
quotient           32
reg_div_0           1
remainder          64
sign                1
sign_dividend       1
cell families after synthesis:
logic type	after synthesis	share of synthesized area [%]
compound gates	1228	29.9
xor+xnor	246	8.28
fa+ha+maj	140	6.74
buf+inv	357	5.18
flops	298	25.3
mux	40	1.58
simple gates	1261	23.0
layout make-up:
cell class | instances | area, µm²
fill | 6404 | 34900
clock buffer | 48 | 1050
tap | 855 | 1070
multi-input combinational | 2915 | 18300
inverter | 142 | 536
sequential | 298 | 6630
timing repair buffer | 190 | 1760
clock inverter | 19 | 302
placed cells by master (no fill, tap or decap), drive strengths merged, types with 61 or more instances in the layout:
master	netlist	final
o21ai	319	319
a21oi	314	314
nand2	389	389
xnor2	100	100
dfxtp	232	232
xor2	145	145
inv	141	142
buf	40	61
edfxtp	66	66
nand3	139	139
nor2	328	328
clkdlybuf4s50	0	129
ha	138	138
a21o	115	115
per-stage QoR:
| stage | instances | cell area [µm²] |
|---|---|---|
| after detailed placement | 4400 | 28300 |
| after global routing | 4467 | 29600 |
| final | 4467 | 29600 |
| after floorplan | 3570 | 26200 |
| after global placement | 4400 | 28300 |
| after CTS | 4467 | 29600 |
