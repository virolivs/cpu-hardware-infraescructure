[run.sh]
#!/bin/bash
# OpenROAD 26Q1-2900-gdf79404cd8, Yosys 0.63+post, stock flow scripts
make -C /OpenROAD-flow-scripts/flow DESIGN_CONFIG=/design/flow/config.mk WORK_HOME=/design/flow/orfs finish
[design.v]
module MULT (
    input                        clk,
    input                        rst,
    input                        control,
    input   wire signed  [31:0]  A,
    input   wire signed  [31:0]  B,
    output  reg signed  [31:0]  Lo,
    output  reg signed  [31:0]  Hi
);
    reg [63:0]  multiplicando;
    reg [31:0]  multiplicador;
    reg signed [63:0]  product;
    reg         [5:0]   counter;
    reg         [5:0]   repetitions;
    reg sign;
    always @(posedge clk) begin
        if (rst) begin
            multiplicando   = 64'b0;
            multiplicador   = 32'b0;
            product         = 64'b0;
            repetitions     = 6'b0;
            counter         = 6'b0;
            Lo              = 32'b0;
            Hi              = 32'b0;
            sign = 1'b0;
        end
        if (!rst && control) begin
            if (repetitions < 32) begin
                if (counter == 6'b000000) begin
                    if (A[31]) begin
                        multiplicando[31:0] = ~A + 1'b1;
                    end
                    else begin
                        multiplicando[31:0] = A;
                    end
                    if (B[31]) begin
                        multiplicador = ~B + 1'b1;
                    end
                    else begin
                        multiplicador = B;
                    end
                    if (A[31] ^ B[31]) begin
                        sign = 1'b1;
                    end
                    counter = counter + 1;
                end
                if (counter == 6'b000001) begin
                    if (multiplicador[0] == 1'b1) begin
                        product = product + multiplicando;
                    end
                    counter = counter + 1;
                end
                if (counter == 6'b000010) begin
                    multiplicando = multiplicando << 1'b1;
                    counter = counter + 1;
                end
                if (counter == 6'b000011) begin
                    multiplicador = multiplicador >> 1'b1;
                    counter = counter + 1;
                end
                if (counter == 6'b000100) begin
                    counter = 6'b000001;
                    repetitions = repetitions + 1;
                end
            end
            if (repetitions >= 32) begin
                if (sign) begin
                    product = ~product + 1'b1;
                end
            end
            Hi = product[31:0];
            Lo = product[63:32];
        end
    end
endmodule
[config.mk]
export PLATFORM = sky130hd
export DESIGN_NAME = MULT
export DESIGN_NICKNAME = MULT
export VERILOG_FILES = /design/flow/design.v
export SDC_FILE = /design/flow/constraint.sdc
export NUM_CORES = 4
export LEC_CHECK = 1
export CORE_UTILIZATION = 40
[constraint.sdc]
current_design MULT

set clk_period 38.7
set clk_io_pct 0.2

create_clock -name clk0 -period $clk_period [get_ports {clk}]

set non_clock_inputs [all_inputs -no_clocks]
set_input_delay [expr $clk_period * $clk_io_pct] -clock clk0 $non_clock_inputs
set_output_delay [expr $clk_period * $clk_io_pct] -clock clk0 [all_outputs]
==> ci_impl_report.md <==
### Flow metrics

| Metric | Value |
|---|---|
| Status | `finished clean` |
| GRT Util Overall | `28.7%` |
| Post-route ant nets | `0` |
| CTS max path bufs | `3` |
| Tool warnings | `26` |
| Data required time at the worst endpoint | `38.99 ns` |
| Worst hold path type | `reg -> reg` |
| Switching power | `0.000567 W` |
| Hold depth | `1` |
| Final hold vios | `0` |
| FF-to-FF Start | `counter[0]` |
| WL met2 | `31900 µm` |
| Net Sw Frac | `44.3%` |
| Largest net degree at the start of global routing | `72` |
| Input/output buffers | `130` |
| Dpl ws | `22.24 ns` |
| R2R Path End | `Lo[31]` |
| Chip Width | `217 µm` |
| Max_slew headroom | `28.2%` |
| Number of CTS-inserted buffers | `28` |
| Worst-skew pair later-pin latency | `0.58 ns` |
| Routed vias | `17900` |
| Setup tns final | `0 ns` |
| Worst path arrival time | `16.28 ns` |
| CTS tree | `yes` |
| Hold path start | `product[29]` |
| DR vias/cell | `5.88` |
| Seq share, synth | `29.0%` |
| Dpl hpwl | `50500 µm` |
| Setup bufs post-CTS | `0` |
| Setup violators final | `0` |
| Worst-path clk slew | `0.06 ns` |
| Metal1 wirelength | `28200 µm` |
| First-pass GRT wire length | `101000 µm` |
| DR WL/cell | `21.7 µm` |
| Fmax | `62.5 MHz` |
| Fin crit share | `41.3%` |
| Register area | `5390 µm²` |
| Post-cts repair resize count | `0` |
| Max-Cap Viols | `0` |
| Synth flops | `237` |
| Power share of the combinational group | `53.5%` |
| Init Core Util | `40.7%` |
| Critical-path maximum fanout | `9` |
| Top routing layer in use | `met4` |
| Die Area | `47200 µm²` |
| Yosys stat area | `18600 µm²` |
| Post-synth ARST share | `0%` |
| Setup CP Type | `in -> reg` |
| Vias in the first global route | `17100` |
| Htree depth | `1` |
| Die extent in y | `217 µm` |
| R2R depth | `21` |
| Routed length on met3 | `2770 µm` |
| Share of cells above drive strength 1 | `6.98%` |
| Clock power share | `21.6%` |
| Syn. warnings | `1` |
| Initial antenna violation count | `0` |
| Crit end category | `register` |
| FILL cells | `4355` |
| Layout Skew | `0.0281 ns` |
| Slew at the pin closest to its max-slew limit | `1.07 ns` |
| Synthesized netlist cell count | `2364` |
| Worst Hold End | `product[29]` |
| Routability congestion estimate | `1.02` |
| Yosys cell count | `2364` |
| Pwr per Cell Area | `59.9 nW/µm²` |
| Reg2Reg Setup Slack | `31.05 ns` |
| Cts hold-fix bufs | `0` |
| # DRC | `0` |
| RSZ-0062 raised after global routing | `false` |
| Pleak | `8.57 nW` |
| Sink Count | `237` |
| Mapped Area | `18600 µm²` |
| Worst Setup Start Kind | `primary input` |
| Clock root cell | `clkbuf_16` |
| Setup slack after layout | `22.71 ns` |
| Core area | `45600 µm²` |
| Main synth FF type | `dfxtp_1` |
| Post-layout min period | `15.99 ns` |
| Internal Power | `0.000713 W` |
| VDD IR max | `0.0563 mV` |
| Ports | `131` |
| Area overhead of the layout relative to synthesis | `15.2%` |
| Distinct lib cells | `91` |
| Post-Route WL | `65900 µm` |
| Std cell rows | `78` |
| Final Max Slew Viols | `0` |
| Grt total ovfl | `0` |
| Pre-antenna DRT Iters | `5` |
| Gate Area | `12400 µm²` |
| Sequential share of power | `24.9%` |
| Number of enable flip-flop cells | `64` |
| Synth Area per Inst | `7.85 µm²` |
| Starting DRT DRC Count | `1511` |
-- kinds of logic after synthesis --
group	synth area share, %
compound gates	26.7
flops	29.0
simple gates	22.9
xor+xnor	7.08
fa+ha+maj	4.88
buf+inv	4.23
mux	5.14
-- cell type report --
type                            instances  area share [%]
Antenna cell                            1          0.0117
Clock buffer                           40            3.97
Clock inverter                         12           0.597
Inverter                               50           0.878
Multi-Input combinational cell       1921            58.2
Sequential cell                       237            25.2
Tap cell                              600            3.51
Timing Repair Buffer                  176            7.69
-- worst max-delay path, cell delays in order --
cell	delay, ns
clkdlybuf4s50_1	0.46
or4_1	0.57
or3_1	0.38
nor4_1	0.31
nand2_1	0.14
or4_1	0.45
or3_1	0.40
or3_1	0.48
o41ai_1	0.40
xor2_1	0.19
a21oi_1	0.13
ha_1	0.52
nand2_1	0.19
nor2_1	0.33
nand2_1	0.10
o41ai_1	0.75
mux2_2	0.45
a2111o_1	0.43
or3_1	0.39
or4_1	0.56
nor4_4	0.41
a41oi_1	0.21
xnor2_1	0.24
nor2_1	0.05
-- state kept, by name, indices dropped and copies added, names as in the netlist --
name	cells
multiplicador	32
multiplicando	64
Hi	32
counter	6
product	64
Lo	32
repetitions	6
sign	1
-- per-layer routing --
layer / GRT usage (%) / vias to the layer above
li1: - / 8773
met1: 38.6 / 8502
met2: 48.2 / 476
met3: 2.96 / 112
met4: 10.9 / 0
met5: 0 / -
-- cell usage in the layout, fill, tap and decap left out, drive strengths merged, types with 47 or more instances in the layout --
cell type / instances
inv: 52
xnor2: 54
dfxtp: 173
a21o: 77
a21oi: 200
o21ai: 186
nand2: 209
buf: 47
nor2: 236
nor3: 56
nor2b: 113
mux2i: 57
clkdlybuf4s50: 129
ha: 70
xor2: 96
edfxtp: 64
-- through the flow --
step                      util, %  instance area [µm²]  total power (W)  hold WS [ns]  instances
after floorplan                 -                18600         0.000800         0.417       2364
after global placement       44.8                20400         0.000993         0.428       2984
after detailed placement     44.8                20400          0.00100         0.432       2984
after CTS                    46.9                21400          0.00128         0.445       3036
after global routing         46.9                21400          0.00136         0.463       3036
final                        46.9                21400          0.00128         0.440       3037
-- synthesized netlist by cell type (9+ instances only) --
master    number  area share, %
a22oi_1       15           0.61
xor2_1        96            4.5
or3_1         31            1.0
o21a_1        21           0.85
and2_1         9           0.30
inv_1         50            1.0
o22ai_1       12           0.40
a21oi_1      200            5.4
edfxtp_1      64             10
mux2i_1       57            3.1
nor2_1       236            4.8
mux2_2        34            2.1
a31oi_1       20           0.67
or2_2         13           0.44
o211ai_1      20           0.81
a211oi_1      24           0.97
nand4_1       38            1.3
o21ai_0      180            4.9
ha_1          70            4.7
o41ai_1       18           0.85
nand3b_1      23           0.93
or4_1         17           0.69
a21o_1        77            3.1
nor2b_1      113            3.8
nor4_1        12           0.40
dfxtp_1      173             19
nand2_1      209            4.2
nand2b_1      25           0.84
xnor2_1       54            2.5
o31ai_1       33            1.3
nand3_1       23           0.62
a22o_1        31            1.5
nor3_1        56            1.5
o21bai_1      14           0.57
clkbuf_1     141            2.9
-- power by group through the flow --
stage	clock network, W	registers (W)	logic (W)
4_1_cts	0.000283	0.000318	0.000680
5_1_grt	0.000293	0.000323	0.000749
6_report	0.000277	0.000318	0.000685
-- how the worst max path moves through the flow --
| stage | startpoint | to | slack, ns | cells past startpoint |
|---|---|---|---|---|
| global route | A[3] | Lo[31] | 22.23 | 24 |
| finish | A[5] | Lo[31] | 22.71 | 24 |
| CTS | A[3] | Lo[31] | 22.79 | 24 |
Power is estimated from default activity; no workload was simulated.
